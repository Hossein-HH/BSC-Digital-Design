[/design/flow/run.sh]
#!/bin/bash
# OpenROAD 26Q1-2900-gdf79404cd8, Yosys 0.63+post, stock flow scripts
make -C /OpenROAD-flow-scripts/flow DESIGN_CONFIG=/design/flow/config.mk WORK_HOME=/design/flow/orfs finish
[/design/flow/config.mk]
export PLATFORM = sky130hd
export DESIGN_NAME = shop
export DESIGN_NICKNAME = shop
export VERILOG_FILES = /design/flow/design.v
export SDC_FILE = /design/flow/constraint.sdc
export NUM_CORES = 4
export LEC_CHECK = 1
export CORE_AREA = 10 10 201 201
export DIE_AREA = 0 0 211 211
[/design/flow/constraint.sdc]
current_design shop

set clk_period 13.3
set clk_io_pct 0.2

create_clock -name clk0 -period $clk_period

set non_clock_inputs [all_inputs -no_clocks]
set_input_delay [expr $clk_period * $clk_io_pct] -clock clk0 $non_clock_inputs
set_output_delay [expr $clk_period * $clk_io_pct] -clock clk0 [all_outputs]
[/design/flow/design.v]
module shop(
    parkingDoorOpen,
    parkingDoorClose,
    parkingWarning,
    parkingCapacity,
    shopDoorOpen,
    shopDoorClose,
    shopWarning,
    shopCapacity,
    fan,
    heater,
    light,
    temp,
    carEntranceSen,
    carExitSen,
    PIRShopEntranceSen,
    PIRShopExitSen,
    doorMin,
    doorMax,
    tempSen1,
    tempSen2,
    tempSen3,
    tempSen4,
    lightSen1,
    lightSen2
  );
  output parkingDoorOpen,
         parkingDoorClose,
         parkingWarning,
         shopDoorOpen,
         shopDoorClose,
         shopWarning,
         fan,
         heater,
         light;
  output [31:0] parkingCapacity,
         shopCapacity,
         temp;
  reg parkingDoorOpen = 0,
      parkingDoorClose = 0,
      parkingWarning = 0,
      shopDoorOpen = 0,
      shopDoorClose = 0,
      shopWarning = 0,
      fan = 0,
      heater = 0,
      light = 0;
  reg [31:0] parkingCapacity = 0,
      shopCapacity = 0,
      temp = 0;
  input carEntranceSen,
        carExitSen,
        PIRShopEntranceSen,
        PIRShopExitSen,
        doorMin,
        doorMax;
  input [31:0] tempSen1,
        tempSen2,
        tempSen3,
        tempSen4,
        lightSen1,
        lightSen2;
  always @(tempSen1 or tempSen2 or tempSen3 or tempSen4)
  begin
    temp = (tempSen1 + tempSen2 + tempSen3 + tempSen4) / 4;
  end
  always @(*)
  begin
    if (carEntranceSen && parkingCapacity < 5)
    begin
      parkingDoorOpen = 1;
      parkingCapacity++;
      #5;
      parkingDoorClose = 1;
      #5;
      parkingDoorOpen = 0;
      parkingDoorClose = 0;
      #5;
    end
    if (carExitSen && parkingCapacity > 0)
    begin
      parkingDoorOpen = 1;
      parkingCapacity--;
      #5;
      parkingDoorClose = 1;
      #5;
      parkingDoorOpen = 0;
      parkingDoorClose = 0;
      #5;
    end
    if (parkingCapacity > 5)
      parkingWarning = 1;
    else
      parkingWarning = 0;
    if (PIRShopEntranceSen && shopCapacity < 20 && !PIRShopExitSen)
    begin
      shopDoorOpen = 1;
      shopCapacity++;
    end
    else
      shopDoorOpen = 0;
    if (PIRShopExitSen && shopCapacity > 0 && !PIRShopEntranceSen)
    begin
      shopDoorOpen = 1;
      shopCapacity--;
    end
    else
      shopDoorOpen = 0;
    if (doorMax)
    begin
      shopDoorOpen = 0;
      shopDoorClose = 1;
    end
    if (doorMin)
      shopDoorClose = 0;
    if (shopCapacity > 20)
      shopWarning = 1;
    else
      shopWarning = 0;
    if (temp > 27)
      fan = 1;
    else
      fan = 0;
    if (temp < 25)
      heater = 1;
    else
      heater = 0;
    if (lightSen1 + lightSen2 < 400)
      light = 1;
  end
endmodule
==> impl_metrics.sql <==
-- metrics for the results database
INSERT INTO impl_metrics (metric_group, metric, value, unit) VALUES
('outcome', 'result_of_the_run', 'finished clean', ''),
('critical_path', 'timing.critical_path.from_type', 'primary input', ''),
('yosys', 'ys_types', '79', ''),
('global_route', 'first_global_vias', '8499', ''),
('yosys', 'yosys_most_used_dff', 'sky130_fd_sc_hd__dlxtn_1', ''),
('place', 'io_buffers', '299', ''),
('power', 'vdd_drop_max', '32.5', 'uV'),
('final_layout', 'area_growth', '42.9', '%'),
('global_route', 'antenna_found_initial', '0', ''),
('final_timing', 'setup-violations-final', '0', ''),
('yosys', 'post_synth_main_area_contributors', 'sky130_fd_sc_hd__fa_1 15%, sky130_fd_sc_hd__dlxtn_1 12%, sky130_fd_sc_hd__ha_1 10%, sky130_fd_sc_hd__xnor2_1 5.8%, sky130_fd_sc_hd__xor2_1 4.6%', ''),
('clocking', 'cts_setup_buffers', '0', ''),
('final_timing', 'unconstrained_endpoints', '131', ''),
('global_route', 'grt.total_usage', '12.2', '%'),
('yosys', 'synthSimpleGateAreaFrac', '25.8', '%'),
('power', 'p_per_area', '76.0', 'nW/um^2'),
('yosys', 'post_synth_instance_area', '8130', 'um^2'),
('critical_path', 'timing_worst_setup_path_type', 'primary input to output port', ''),
('yosys', 'ys_sh_aoi', '22.0', '%'),
('critical_path', 'path_max_fanout', '7', ''),
('final_timing', 'max-slew-margin-rel', '47.6', '%'),
('critical_path', 'critical_path_data_arrival_time', '7.81', 'ns'),
('route', 'drcViolationCount', '0', ''),
('yosys', 'synth_adder_area_share', '25.4', '%'),
('yosys', 'edf_count', '0', ''),
('place', 'gp_weighted_congestion', '0.928', ''),
('global_route', 'grt_start_max_net_pins', '23', ''),
('route', 'postRouteWirelength', '27800', 'um'),
('route', 'detail_route.wl_per_cell', '16.1', 'um'),
('route', 'diodes', '0', ''),
('job', 'openroad.warnings', '35', ''),
('route', 'dr.pass1.iters', '4', ''),
('floorplan', 'fp-utilization', '22.7', '%'),
('floorplan', 'io-pin-count', '303', ''),
('final_timing', 'rsz0062_at_grt', 'no', ''),
('route', 'route.antenna.remaining_nets', '0', ''),
('yosys', 'muxShareOfSynthArea', '1.18', '%'),
('yosys', 'yosysChipArea', '8130', 'um^2'),
('final_timing', 'timing_max_transition_violations_final', '0', ''),
('final_timing', 'timing.final.hold_violations', '0', ''),
('yosys', 'yosys_cells', '990', ''),
('yosys', 'postSynth.asyncResetShare', '0', '%'),
('yosys', 'netlist.top_cell.by_area', 'sky130_fd_sc_hd__fa_1', ''),
('min_path', 'hold_path_class', 'primary input to output port', ''),
('yosys', 'synthXorXnorAreaFrac', '10.4', '%'),
('clocking', 'cts_hold_buf', '0', ''),
('route', 'via_cell_ratio', '4.91', ''),
('yosys', 'syn-mean-instance-area', '8.21', 'um^2'),
('yosys', 'synth_top_area_share', '15.3', '%'),
('clocking', 'post_cts_resized', '0', ''),
('final_layout', 'leading_cell_types_in_the_layout_fill_and_taps_excluded', '299 x sky130_fd_sc_hd__clkdlybuf4s50_1, 67 x sky130_fd_sc_hd__nor2_1, 66 x sky130_fd_sc_hd__ha_1, 66 x sky130_fd_sc_hd__dlxtn_1, 62 x sky130_fd_sc_hd__fa_1', ''),
('final_layout', 'most_common_cell_after_layout_fill_and_taps_aside', 'sky130_fd_sc_hd__clkdlybuf4s50_1', ''),
('floorplan', 'rows', '69', ''),
('floorplan', 'die_height', '211', 'um'),
('final_timing', 'final.setup.tns', '0', 'ns'),
('critical_path', 'worst_setup_path_end_kind', 'output port', ''),
('yosys', 'synthCells', '990', ''),
('global_route', 'grt_pass1_wl', '44800', 'um'),
('route', 'routed-via-count', '8473', ''),
('critical_path', 'worstPathRequired', '10.64', 'ns'),
('final_timing', 'worst-slew-pin-transition', '0.780', 'ns'),
('final_timing', 'unclocked_regs', '66', ''),
('final_timing', 'finalClockPeriodUsage', '78.7', '%'),
('final_layout', 'drive_above_1_share', '2.84', '%'),
('yosys', 'synth_flops', '66', ''),
('final_timing', 'max_freq', '95.5', 'MHz'),
('floorplan', 'chip_area', '44500', 'um^2'),
('job', 'cap_viol_max_count', '0', ''),
('floorplan', 'die_width', '211', 'um'),
('yosys', 'synthesis.yosys.warnings', '381', ''),
('floorplan', 'design.core.area', '35700', 'um^2'),
('route', 'drt-initial-drc-count', '364', ''),
('global_route', 'grt_remaining_overflow', '0', ''),
('final_layout', 'finalCoreUtilization', '32.5', '%'),
('yosys', 'logic_family', 'simple AND/OR/NAND/NOR gates', ''),
('power', 'power.static_leakage', '4.62', 'nW'),
('final_timing', 'final_period_minus_worst_setup_slack', '10.47', 'ns'),
('place', 'dpl.hpwl', '24600', 'um');
final cells by class:
cell class	count	area (um^2)
Fill cell	3738	24100
Inverter	28	105
Multi-Input combinational cell	868	6910
Sequential cell	66	991
Tap cell	461	577
Timing Repair Buffer	304	3030
worst paths after layout:
path                        start            to  slack [ns]  cells after the start
worst max-delay path  tempSen1[6]        heater        2.83                     15
worst min-delay path      doorMax  shopDoorOpen        6.25                      3
power breakdown:
group,internal [mW],switching [mW]
Sequential,0.00877,0.00809
Clock,0,0
Combinational,0.438,0.427
Total,0.447,0.435
routing by layer:
metal | track usage [%] | vias to the layer above | part of all wire [%]
met5 | 0 | - | 0
met4 | 0.549 | 0 | 0.44
met3 | 2.42 | 8 | 6.5
met2 | 20.5 | 222 | 48
met1 | 16.7 | 3981 | 45
li1 | - | 4262 | -
through the flow:
stage | std cells | cell area [um^2] | total power [mW] | setup slack (ns) | hold WS (ns)
detailed placement | 1727 | 11600 | 0.885 | 2.77 | 6.25
floorplan | 993 | 8140 | 0.487 | 4.21 | 5.33
CTS | 1727 | 11600 | 0.890 | 2.75 | 6.26
finish | 1727 | 11600 | 0.882 | 2.83 | 6.25
global route | 1727 | 11600 | 0.982 | 2.53 | 6.31
global placement | 1727 | 11600 | 0.886 | 2.77 | 6.25
flip-flops by register name (all words and copies together) (netlist names):
register and count:
parkingCapacity 32, light 1, shopCapacity 32, shopDoorClose 1
logic make-up after synthesis:
logic type               Yosys count
AND/OR/NAND/NOR                  368
AND-OR/OR-AND                    261
adder cells (fa/ha/maj)          128
XOR/XNOR                          97
latches                           66
buffers and inverters             59
multiplexers                       9
other                              2
worst max-delay path, cell delays in order:
cell and delay, ns:
sky130_fd_sc_hd__clkdlybuf4s50_1 0.43, sky130_fd_sc_hd__fa_1 0.59, sky130_fd_sc_hd__fa_1 0.44, sky130_fd_sc_hd__ha_1 0.42, sky130_fd_sc_hd__or2_2 0.34, sky130_fd_sc_hd__a31o_2 0.30
sky130_fd_sc_hd__a2111o_1 0.36, sky130_fd_sc_hd__and4_1 0.21, sky130_fd_sc_hd__or4_1 0.54, sky130_fd_sc_hd__a2111oi_0 0.43, sky130_fd_sc_hd__nand4_1 0.18, sky130_fd_sc_hd__nor4_1 0.20
sky130_fd_sc_hd__nand2_1 0.11, sky130_fd_sc_hd__nor2_1 0.11, sky130_fd_sc_hd__clkdlybuf4s50_1 0.49
cell usage after synthesis (13+ instances only):
| library cell | instances |
|---|---|
| sky130_fd_sc_hd__a21o_1 | 42 |
| sky130_fd_sc_hd__a21oi_1 | 52 |
| sky130_fd_sc_hd__or3_1 | 25 |
| sky130_fd_sc_hd__inv_1 | 28 |
| sky130_fd_sc_hd__xnor2_1 | 54 |
| sky130_fd_sc_hd__nand2_1 | 49 |
| sky130_fd_sc_hd__nand4_1 | 21 |
| sky130_fd_sc_hd__nand3_1 | 32 |
| sky130_fd_sc_hd__dlxtn_1 | 66 |
| sky130_fd_sc_hd__nor2b_1 | 13 |
| sky130_fd_sc_hd__nand2b_1 | 14 |
| sky130_fd_sc_hd__nor4_1 | 17 |
| sky130_fd_sc_hd__a31oi_1 | 13 |
| sky130_fd_sc_hd__nor2_1 | 67 |
| sky130_fd_sc_hd__and3_1 | 13 |
| sky130_fd_sc_hd__fa_1 | 62 |
| sky130_fd_sc_hd__a211oi_1 | 15 |
| sky130_fd_sc_hd__xor2_1 | 43 |
| sky130_fd_sc_hd__nor3_1 | 44 |
| sky130_fd_sc_hd__clkbuf_1 | 24 |
| sky130_fd_sc_hd__o21ai_0 | 45 |
| sky130_fd_sc_hd__ha_1 | 66 |
Power figures rest on the tool's default switching activity, not on a simulated workload.
