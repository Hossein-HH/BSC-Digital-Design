==> ./design.v <==
module seg7_0_99(
    seg,
    disp_channel,
    bcd
  );
  output [6:0] seg;
  reg [6:0] seg;
  input [1:0] disp_channel;
  input [3:0] bcd;
  always @(bcd)
  begin
    case (bcd)
      0 :
        seg = 7'b0000001;
      1 :
        seg = 7'b1001111;
      2 :
        seg = 7'b0010010;
      3 :
        seg = 7'b0000110;
      4 :
        seg = 7'b1001100;
      5 :
        seg = 7'b0100100;
      6 :
        seg = 7'b0100000;
      7 :
        seg = 7'b0001111;
      8 :
        seg = 7'b0000000;
      9 :
        seg = 7'b0000100;
      default :
        seg = 7'b1111111;
    endcase
  end
endmodule
==> ./constraint.sdc <==
current_design seg7_0_99

set clk_period 1.4
set clk_io_pct 0.2

create_clock -name clk0 -period $clk_period

set non_clock_inputs [all_inputs -no_clocks]
set_input_delay [expr $clk_period * $clk_io_pct] -clock clk0 $non_clock_inputs
set_output_delay [expr $clk_period * $clk_io_pct] -clock clk0 [all_outputs]
==> ./run.sh <==
#!/bin/bash
# OpenROAD 26Q1-2900-gdf79404cd8, Yosys 0.63+post, stock flow scripts
make -C /OpenROAD-flow-scripts/flow DESIGN_CONFIG=/design/flow/config.mk WORK_HOME=/design/flow/orfs finish
==> ./config.mk <==
export PLATFORM = sky130hd
export DESIGN_NAME = seg7_0_99
export DESIGN_NICKNAME = seg7_0_99
export VERILOG_FILES = /design/flow/design.v
export SDC_FILE = /design/flow/constraint.sdc
export NUM_CORES = 4
export LEC_CHECK = 1
export CORE_AREA = 10 10 70 70
export DIE_AREA = 0 0 80 80
==> flow_metrics.py <==
# Physical implementation metrics
metrics = {
    "run": {
        "max_cap_violations": 0,
        "warnings": 40,
    },
    "routing": {
        "wire_per_inst_um": 7.792,
        "first_pass_iters": 1,
        "insertedDiodeCount": 0,
        "route.detailed.vias_per_inst": 2.771,
        "postRouteAntennaNets": 0,
        "detailedRoute.firstIterationViolations": 0,
        "detail_route.drc_violations": 0,
        "wirelength_um": 748,
        "via_count": 266,
    },
    "worst_setup_path": {
        "startpoint_type": "input port",
        "critPathArrivalTime_ns": 1.21,
        "crit_path_max_fo": 3,
        "crit_type": "in -> out",
        "cp_cell_sequence": "buf_8 > inv_6 > ha_4 > or2_1 > a21oi_2 > buf_4 > a31oi_2 > buf_2",
        "worst-endpoint-required_ns": 1.12,
        "critical_path.endpoint_type": "output port",
        "crit_path_top_delay_cell": "or2_1",
        "critPathMaxStageDelay_ns": 0.21,
    },
    "sta": {
        "holdWs_ns": 0.9707,
        "rsz_0062_raised_after_global_routing": "yes",
        "fmaxAchievable_mhz": 671.3,
        "finalSetupViolations": 1,
        "worst_slack_ns": -0.08955,
        "totalNegativeSetupSlack_ns": -0.08955,
        "tightestPinTransition_ns": 0.2381,
        "timing_max_transition_violations_final": 0,
        "post-route-min-period_ns": 1.490,
        "final-hold-violation-count": 0,
        "timing.final.crit_share": 1.064,
        "max-slew-margin-rel": 0.8413,
    },
    "min_path": {
        "hp-class": "in -> out",
    },
    "run_status": {
        "violated_checks": "negative setup slack",
        "status": "finished, violations left",
    },
    "placed_design": {
        "hpwl_after_detailed_placement_um": 572.7,
        "portBuffers": 11,
        "place_worst_setup_slack_ns": -0.8695,
        "dpl-instance-area_um2": 399.1,
        "placedCellCount": 93,
        "place.gp.congestion": 0.7197,
    },
    "pwr": {
        "power-per-cell-area_mw_per_mm2": 245.1,
        "reported_leakage_power_nw": 0.1964,
        "vdd_ir_drop_max_v": 0.00003567,
    },
    "synth": {
        "synth-area-yosys_um2": 210.2,
        "ys_cells": 33,
        "synth_area_per_cell_um2": 6.370,
        "synth_cells": 33,
        "ys_seq_share": 0,
        "total_of_warnings_raised_by_yosys": 1,
        "post_synthesis_instance_area_um2": 210.2,
        "synth_cell_type_count": 13,
    },
    "floorplan": {
        "core_area_mm2": 0.003416,
        "floorplan.core_util": 0.06154,
        "fp.dieH_um": 80,
        "floorplan.rows": 21,
        "die_w_um": 80,
        "dieArea_mm2": 0.006400,
        "floorplan.io_pins": 13,
    },
    "finish": {
        "clock_buffer_count": 0,
        "flop_area_um2": 0,
        "final_cell_count_no_fill": 96,
        "seq_cells": 0,
        "fin_area_um2": 466.7,
        "final_layout_size_suffix_gt1_frac": 0.5400,
        "synthToLayoutAreaGrowth_pct": 122.0,
    },
    "global_routing": {
        "grt_pass1_vias": 247,
        "grt_usage": 0.02193,
        "grt_first_pass_wirelength_um": 1186,
        "antenna_found_initial": 0,
        "gr-total-overflow": 0,
        "grt_max_degree": 11,
    },
    "clock_network": {
        "cts_hold_buffers": 0,
    },
}
==> area by class of cell <==
class	count	area (um2)
tap	46	57.56
multi-input combinational	28	241.5
fill	398	2949
timing repair buffer	19	148.9
inverter	3	18.77
==> where the power goes <==
part	internal, mW	total, mW	switching (mW)
sequential	0	0	0
clock	0	0	0
combinational	0.0654	0.114	0.0490
total	0.0654	0.114	0.0490
==> synth_stat cells <==
library cell / instances / share of area
o21ai_0: 6 / 0.14
ha_1: 5 / 0.30
nor2_1: 5 / 0.089
nand2b_1: 4 / 0.12
inv_1: 3 / 0.054
a21oi_1: 2 / 0.048
nand2_1: 2 / 0.036
a21oi_2: 1 / 0.042
a31oi_1: 1 / 0.030
buf_2: 1 / 0.024
buf_6: 1 / 0.054
or2_1: 1 / 0.030
or2b_1: 1 / 0.036
==> critical path: cells and delay by family <==
family | cells | cell delay, ns
AND-OR/OR-AND | 2 | 0.20
adder cells (fa/ha/maj) | 1 | 0.13
buffers and inverters | 4 | 0.38
AND/OR/NAND/NOR | 1 | 0.21
==> logic make-up (layout without fill, tap and decap cells) <==
family / Yosys count / after routing / share of synthesized area
AND-OR/OR-AND: 10 / 10 / 0.2619
buffers and inverters: 5 / 22 / 0.1309
adder cells (fa/ha/maj): 5 / 5 / 0.2976
AND/OR/NAND/NOR: 13 / 13 / 0.3096
==> layout by cell type, fill, tap and decap left out, drive strengths merged <==
master and instances:
or2 1, clkdlybuf4s15 1, nand2b 4, dlygate4sd2 1, buf 17, nor2 5
a21oi 3, or2b 1, o21ai 6, a31oi 1, ha 5, inv 3
nand2 2
==> per-layer routing <==
layer,up-vias,global-route usage,routed length (um)
met1,118,0.02966,370
met2,6,0.03772,337
met3,0,0.003409,40
met4,0,0,0
met5,-,0,0
li1,142,-,-
==> worst paths after layout <==
check	cells past startpoint	end	start	slack, ns
worst max-delay path	8	seg[3]	bcd[1]	-0.09
worst min-delay path	4	seg[2]	bcd[0]	0.97
==> through the flow <==
step	power, mW	util
CTS	0.09882	0.1212
global placement	0.1027	0.1169
detailed placement	0.1023	0.1169
finish	0.1144	0.1366
floorplan	0.03706	-
global route	0.1315	0.1366
==> repair_timing <==
item                       CTS  global route
gates resized               48             9
pin swaps                    8             3
setup endpoints to repair    7             6
setup buffers                2             1
No activity file was given, so power comes from the tool's default toggle rates.
