`flow/design.v`:
```
module seg7(
    seg,
    bcd
  );
  output [6:0] seg;
  reg [6:0] seg;
  input [3:0] bcd;
  always @(bcd)
  begin
    case (bcd)  
      0 :
        seg = 7'b0000001;
      1 :
        seg = 7'b1001111;
      2 :
        seg = 7'b0010010;
      3 :
        seg = 7'b0000110;
      4 :
        seg = 7'b1001100;
      5 :
        seg = 7'b0100100;
      6 :
        seg = 7'b0100000;
      7 :
        seg = 7'b0001111;
      8 :
        seg = 7'b0000000;
      9 :
        seg = 7'b0000100;
      default :
        seg = 7'b1111111;
    endcase
  end
endmodule
```
`flow/run.sh`:
```
#!/bin/bash
# OpenROAD 26Q1-2900-gdf79404cd8, Yosys 0.63+post, stock flow scripts
make -C /OpenROAD-flow-scripts/flow DESIGN_CONFIG=/design/flow/config.mk WORK_HOME=/design/flow/orfs finish
```
`flow/config.mk`:
```
export PLATFORM = sky130hd
export DESIGN_NAME = seg7
export DESIGN_NICKNAME = seg7
export VERILOG_FILES = /design/flow/design.v
export SDC_FILE = /design/flow/constraint.sdc
export NUM_CORES = 4
export LEC_CHECK = 1
export CORE_AREA = 10 10 70 70
export DIE_AREA = 0 0 80 80
```
`flow/constraint.sdc`:
```
current_design seg7

set clk_period 1.4
set clk_io_pct 0.2

create_clock -name clk0 -period $clk_period

set non_clock_inputs [all_inputs -no_clocks]
set_input_delay [expr $clk_period * $clk_io_pct] -clock clk0 $non_clock_inputs
set_output_delay [expr $clk_period * $clk_io_pct] -clock clk0 [all_outputs]
```
==> impl_report.txt <==
FLOW METRICS REPORT
----------------------------------------------------
[Setup path]
  CP endpoint ........................ seg[3]
  Critical Setup Path Class ........................ primary input to output port
  Critical Path End Type ........................ output port
  Critical Path Fanout Max ........................ 3
  Source of the critical timing path ........................ bcd[1]
  Critical Path Start Type ........................ primary input
  Worst path required time ........................ 1120 ps
  CP Data Arrival Time ........................ 1210 ps

[STA]
  Final tally of max-slew violations ........................ 0
  Final critical-path setup slack ........................ -89.55 ps
  Final period utilization ........................ 1.064
  Total negative slack for setup checks ........................ -89.55 ps
  Actual transition at the worst max-transition pin ........................ 238.1 ps
  Number of failing setup endpoints in the final timing report ........................ 1
  Number of hold violations in the final report ........................ 0
  Min cycle time layout ........................ 1490 ps
  Max Clock Freq ........................ 671.3 MHz
  Slew HR ........................ 0.8413
  Setup repair after global routing missed its margin ........................ true

[CTS]
  Hold buffers post-CTS ........................ 0

[Floorplan]
  Area enclosed by the die boundary ........................ 6400 µm²
  Std-Cell Core Area ........................ 3416 µm²
  Fraction of the core area occupied by cells at floorplan ........................ 0.06154
  I/O pins ........................ 11
  Num rows ........................ 21
  Die Span X ........................ 80 µm
  Y dimension of the die ........................ 80 µm

[Status]
  Result of the run ........................ complete, but fails checks
  Violated checks ........................ negative setup slack

[Power]
  P per Cell Area ........................ 245.1 nW/µm²
  Int Power ........................ 65.42 µW
  Switching power ........................ 48.98 µW
  Fraction of power consumed by combinational cells ........................ 1.000
  Static leakage power ........................ 0.0001964 µW
  IR drop worst, VDD ........................ 0.03567 mV
  Sequential fraction of design power ........................ 0
  Relative contribution of the clock network to total power ........................ 0
  Switching Fraction ........................ 0.4282

[Synthesis]
  Number of distinct standard cells referenced by the synthesized netlist ........................ 13
  Synthesized area per cell ........................ 6.370 µm²
  Seq/Total Area, Yosys ........................ 0
  Chip Area, Yosys ........................ 210.2 µm²
  Instance count of the mapped netlist ........................ 33
  Cell count in the Yosys report ........................ 33
  Post-synthesis instance area ........................ 210.2 µm²
  Synth warn ........................ 1

[Global route]
  Antenna violations before repair ........................ 0
  Maximum number of pins on one net before global-route repair ........................ 11
  All-layer global routing usage ........................ 0.02193
  Vias in the first global route ........................ 247
  Leftover overflow at the end of global routing ........................ 0
  Global-route wire length before repair ........................ 1186 µm

[Run]
  Number of OpenROAD warnings ........................ 38
  Max-cap violation count ........................ 0

[Route]
  DRC marker count from the first detailed-route iteration ........................ 0
  DRC errors left ........................ 0
  DR pass1 iterations ........................ 1
  Routed Wire Length ........................ 748 µm
  Via count of the routed design ........................ 266
  Via-per-instance ratio ........................ 2.771
  Antenna Violating Nets Remaining ........................ 0
  Wire length per cell after detailed routing ........................ 7.792 µm
  Antenna cell count ........................ 0

[Place]
  I/O Buffers ........................ 11
  GPL Wtd Cong ........................ 0.7197
  Post-detailed-placement half-perimeter wirelength ........................ 572.7 µm
  Number of instances in the placed design ........................ 93

[Final layout]
  # clk buffers ........................ 0
  Number of sequential storage elements ........................ 0
  Fraction of layout cells with a size suffix above 1 ........................ 0.5400
  Synthesis-to-finish area growth ........................ 122.0%
  Most frequent logic cells in the routed design ........................ 7 x buf_2, 6 x buf_4, 5 x nor2_1
  Post-layout instance count excluding filler cells ........................ 96
  Total area of sequential cells ........................ 0 µm²
  Dominant logic cell type in the layout ........................ buf_2

[Worst hold path]
  Hold Path Class ........................ primary input to output port
  Depth of the worst hold-timing path ........................ 4

----------------------------------------------------
power by group through the flow:
stage,sequential (µW),combinational (µW),clock [µW]
4_1_cts,0,98.8,0
6_report,0,114,0
5_1_grt,0,131,0
how the worst min path moves through the flow:
stage | from | endpoint
CTS | bcd[0] | seg[2]
global route | bcd[0] | seg[2]
finish | bcd[0] | seg[2]
logic make-up (layout without fill, tap and decap cells):
logic type / Yosys count / in the layout / share of synthesized area
AND/OR/NAND/NOR: 13 / 13 / 0.3096
AND-OR/OR-AND: 10 / 10 / 0.2619
adder cells (fa/ha/maj): 5 / 5 / 0.2976
buffers and inverters: 5 / 22 / 0.1309
final cells by class:
cell class	count	area, µm²
fillers	398	2949
repair buffers	19	148.9
inverters	3	18.77
well taps	46	57.56
multi-input cells	28	241.5
critical path, cell delays in order:
cell and delay [ps]:
buf_8 80, inv_6 40, ha_4 130, or2_1 210, a21oi_2 170, buf_4 130
a31oi_2 30, buf_2 130
repair_timing:
item | CTS | global route
gates resized | 48 | 9
setup endpoints to repair | 7 | 6
setup buffers | 2 | 1
pin swaps | 8 | 3
Yosys cell counts:
library cell | count | area share
a21oi_1 | 2 | 0.048
a21oi_2 | 1 | 0.042
a31oi_1 | 1 | 0.030
buf_2 | 1 | 0.024
buf_6 | 1 | 0.054
ha_1 | 5 | 0.30
inv_1 | 3 | 0.054
nand2_1 | 2 | 0.036
nand2b_1 | 4 | 0.12
nor2_1 | 5 | 0.089
o21ai_0 | 6 | 0.14
or2_1 | 1 | 0.030
or2b_1 | 1 | 0.036
per-stage QoR:
step / power (µW) / setup WS (ps) / instance area [µm²] / hold slack, ps / utilization
3_3_place_gp: 102.7 / -884.8 / 399.1 / 1741 / 0.1169
3_5_place_dp: 102.3 / -869.5 / 399.1 / 1716 / 0.1169
4_1_cts: 98.82 / -87.91 / 414.1 / 989.4 / 0.1212
5_1_grt: 131.5 / -163.4 / 466.7 / 1032 / 0.1366
2_1_floorplan: 37.06 / 237.8 / 210.2 / 648.4 / -
6_report: 114.4 / -89.55 / 466.7 / 970.7 / 0.1366
layer usage:
layer | vias up | part of all wire | GRT usage
li1 | 142 | - | -
met1 | 118 | 0.49 | 0.02966
met2 | 6 | 0.45 | 0.03772
met3 | 0 | 0.053 | 0.003409
met4 | 0 | 0 | 0
met5 | - | 0 | 0
Power and IR drop assume default switching activity.
